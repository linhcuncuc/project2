**design.v**
```verilog
module freq_div #(parameter WIDTH_COUNT = 28)(
	input clk,
	input reset_n,
	output reg clk_1hz);
	reg [WIDTH_COUNT-1: 0] counter = 0, counter_nxt = 0, cnt = 0;
	always @(posedge clk or negedge reset_n) begin
		if(!reset_n) begin
			cnt <= 28'd0;
		end
		else begin
			if(cnt < 28'd100000000) begin  
				cnt <= cnt + 1'd1;
			end
			else begin
				cnt <= 1'd0;
			end
		end
	end
	always @(*) begin
		if(cnt < 28'd50000000) clk_1hz = 1'b0;
		else if(cnt > 28'd50000000) clk_1hz = 1'b1;
	end
endmodule 
```
**run.sh**
```bash
#!/bin/bash
# OpenROAD 26Q1-2900-gdf79404cd8, Yosys 0.63+post, stock flow scripts
make -C /OpenROAD-flow-scripts/flow DESIGN_CONFIG=/design/flow/config.mk WORK_HOME=/design/flow/orfs finish
```
**config.mk**
```make
export PLATFORM = sky130hd
export DESIGN_NAME = freq_div
export DESIGN_NICKNAME = freq_div
export VERILOG_FILES = /design/flow/design.v
export SDC_FILE = /design/flow/constraint.sdc
export NUM_CORES = 4
export LEC_CHECK = 1
export CORE_AREA = 10 10 109 109
export DIE_AREA = 0 0 119 119
```
**constraint.sdc**
```tcl
current_design freq_div

set clk_period 4.1
set clk_io_pct 0.2

create_clock -name clk0 -period $clk_period [get_ports {clk}]

set non_clock_inputs [all_inputs -no_clocks]
set_input_delay [expr $clk_period * $clk_io_pct] -clock clk0 $non_clock_inputs
set_output_delay [expr $clk_period * $clk_io_pct] -clock clk0 [all_outputs]
```
==> impl_metrics.json <==
{
  "hold_path_depth": 1,
  "untimed_endpoints": 2,
  "rrSetupSlack_ps": 1930,
  "clock_skew_ps": 8.603,
  "avgViaCountPerCell": 4.394,
  "ys_cells": 164,
  "drv_slew": 0,
  "async_flop_share": 0.9655,
  "setup_ws_ps": 1932,
  "diodes": 0,
  "cp.arrival_ps": 2350,
  "tritoncts": "built",
  "r2r-end": "cnt[22]$_DFF_PN0_",
  "slew_headroom": 0.4279,
  "hp-start": "cnt[0]$_DFF_PN0_",
  "final_hold_viol_count": 0,
  "syn2layout_area_growth_pct": 14.80,
  "routedWlPerCell_um": 11.25,
  "critPathLaunchType": "flip-flop",
  "fin_tns_setup_ps": 0,
  "initial_core_util": 0.1658,
  "die_h_um": 119,
  "cts_setup_buffers": 0,
  "fp.dieW_um": 119,
  "grt_max_degree": 29,
  "dieArea_um2": 14160,
  "drv_cap": 0,
  "gp_congestion": 0.9402,
  "grt.total_usage": 0.04810,
  "synth.distinct_cells": 34,
  "unclocked_pins": 1,
  "crit-reg2reg-launch": "cnt[0]$_DFF_PN0_",
  "htree_levels": 1,
  "critPathMaxFanout": 7,
  "antenna_found_initial": 0,
  "fin_crit_ps": 2168,
  "routed-via-count": 1305,
  "fin_crit_sh": 0.5288,
  "setup.worst_path.end_class": "flip-flop",
  "tightest_slew_ps": 856.6,
  "cts_resized": 0,
  "clock_latency_ps": 270,
  "power.leakage_uw": 0.0006430,
  "cts_buffers": 3,
  "critPathKind": "reg2reg",
  "holdCritPathClass": "reg2reg",
  "cts_buffer_depth": 2,
  "drc": 0,
  "numPortBuffers": 2,
  "rsz0062_at_grt": "false",
  "status": "finished clean",
  "power_density_nw_per_um2": 280.4,
  "avgSynthCellArea_um2": 9.743,
  "stage_log_warnings": 25,
  "drtPass1Iterations": 4,
  "wl_um": 3341,
  "core_area_um2": 9639,
  "yosys-stat-area_um2": 1598,
  "yosys_warnings": 1,
  "cts_hold_buffers": 0,
  "min_to": "cnt[0]$_DFF_PN0_",
  "drt.antenna.violating_nets": 0,
  "clk_pin_slew_worst_paths_ps": 100,
  "ir_worst_vdd_v": 0.0001663,
  "instances_no_fill": 297,
  "drtIter0Drc": 102,
  "final_layout_size_suffix_gt1_frac": 0.06707,
  "total_power_uw": 514.4,
  "io_pins": 3,
  "grt_pass1_vias": 1204,
  "edf_count": 0,
  "synth_area_um2": 1598,
  "grt_overflow": 0,
  "required_ps": 4280,
  "ys.flop_type": "dfrtp_1",
  "setup_viol": 0,
  "place.detailed.hpwl_um": 2397,
  "max_freq_mhz": 461.3,
  "place_inst": 293,
  "pre_cts_ws_ps": 1939,
  "r2r_cells": 5,
  "netlist_instances": 164,
  "cts-root-buf": "clkbuf_8",
  "grt_pass1_wl_um": 5961,
  "hold-worst-slack_ps": 511.8,
  "rows": 36,
  "ys.flops": 29
}
[cell usage after synthesis (all sizes together), types with 2 or more instances]
| library cell | n | area (um2) |
|---|---|---|
| and2 | 3 | 18.77 |
| dfrtp | 28 | 700.7 |
| or3 | 5 | 31.28 |
| nand2b | 2 | 12.51 |
| nor3b | 3 | 22.52 |
| xor2 | 9 | 78.83 |
| nor4 | 3 | 18.77 |
| nor2 | 3 | 11.26 |
| xnor2 | 4 | 35.03 |
| nand2 | 9 | 33.78 |
| a211oi | 13 | 107.6 |
| o21ai | 4 | 20.02 |
| and4 | 2 | 17.52 |
| nor3 | 14 | 70.07 |
| nand3 | 7 | 35.03 |
| nand4 | 14 | 93.84 |
| o31ai | 8 | 60.06 |
| buf | 5 | 28.77 |
| clkbuf | 4 | 15.01 |
| and3 | 6 | 37.54 |
| or4 | 10 | 78.82 |
[power by group]
part / switching [uW] / leakage [uW] / internal [uW]
Clock: 83.2 / 0.0000357 / 131
Sequential: 2.94 / 0.000395 / 279
Combinational: 12.9 / 0.000213 / 5.70
[layout make-up]
class	instances	area, um2
fillers	1085	7805
multi-input cells	126	838.3
flip-flops and latches	29	715.7
well taps	133	166.4
repair buffers	5	42.54
clock buffers	3	41.29
clock inverters	1	30.03
[critical path, cell delays in order, from the launching register on]
cell	delay, ps
dfrtp_1	400
ha_1	250
and4_1	280
nand4_1	300
or4_1	580
a211oi_1	250
[cells in the final DEF (no fill, tap or decap), drive strengths merged, types with 3 or more instances in the layout]
| master | netlist | routed |
|---|---|---|
| dfrtp | 28 | 28 |
| nor3 | 14 | 14 |
| nand4 | 14 | 14 |
| a211oi | 13 | 13 |
| or4 | 10 | 10 |
| nand2 | 9 | 9 |
| xor2 | 9 | 9 |
| o31ai | 8 | 8 |
| nand3 | 7 | 7 |
| and3 | 6 | 6 |
| or3 | 5 | 5 |
| o21ai | 4 | 4 |
| xnor2 | 4 | 4 |
| nor2 | 3 | 3 |
| and2 | 3 | 3 |
| nor3b | 3 | 3 |
| nor4 | 3 | 3 |
| clkbuf | 4 | 3 |
| buf | 5 | 3 |
[registers in the layout, indices dropped and copies added, names as in the netlist]
name / flops
cnt: 28
clk_1hz: 1
[layer usage]
layer / up-vias / routed length, um / global-route usage
li1: 645 / - / -
met1: 634 / 1664 / 0.07121
met2: 22 / 1505 / 0.07331
met3: 4 / 145 / 0.01007
met4: 0 / 25 / 0.004580
met5: - / 0 / 0
[worst max path at each step]
stage	from	endpoint	slack (ps)	cells past startpoint
5_1_grt	cnt[16]$_DFF_PN0_	cnt[13]$_DFF_PN0_	1790	5
4_1_cts	cnt[0]$_DFF_PN0_	cnt[22]$_DFF_PN0_	1910	5
6_report	cnt[0]$_DFF_PN0_	cnt[22]$_DFF_PN0_	1930	5
[logic make-up (layout without fill, tap and decap cells)]
kind of cell / Yosys count / after routing / share of synthesized area
AOI/OAI and AO/OA: 30 / 30 / 0.1417
xor gates and xnor gates: 13 / 13 / 0.07126
adders and majority gates: 1 / 1 / 0.007830
buffers and inverters: 9 / 9 / 0.02740
DFF: 28 / 28 / 0.4385
latches: 1 / 1 / 0.009394
other: 1 / 1 / 0.002347
and+or+nand+nor: 81 / 81 / 0.3015
[per-stage QoR]
| step | instance area (um2) | util |
|---|---|---|
| CTS | 1834 | 0.1903 |
| global placement | 1763 | 0.1829 |
| finish | 1834 | 0.1903 |
| floorplan | 1598 | - |
| detailed placement | 1763 | 0.1829 |
| global route | 1834 | 0.1903 |
Power figures rest on the tool's default switching activity, not on a simulated workload.
